$ cat design.v
`timescale 1ns / 1ps
module one_shot_pulse_gen #
    (
        parameter p_PULSE_LENGTH = 5
    )
    (
        input  wire i_clk,
        input  wire i_rst_n,
        input  wire i_go,
        input  wire i_stop,
        output wire o_pulse
    );
    localparam s_IDLE      = 2'b00;
    localparam s_GEN_PULSE = 2'b01;
    localparam s_DONE      = 2'b10;
    reg   [1:0] r_STATE;
    logic [1:0] l_STATE_next;
    localparam p_PULSE_CTR_WIDTH = $clog2(p_PULSE_LENGTH);
    logic                         l_pulse;
    logic                         l_pulse_ctr_en;
    wire                          w_pulse_ctr_done;
    reg   [p_PULSE_CTR_WIDTH-1:0] r_pulse_ctr;
    assign w_pulse_ctr_done = (r_pulse_ctr == p_PULSE_LENGTH-1) ? 1'b1 : 1'b0;
    always_ff @ (posedge i_clk) begin
        if (!i_rst_n) begin
            r_pulse_ctr <= 0;
        end else if (l_pulse_ctr_en) begin
            r_pulse_ctr <= r_pulse_ctr + 1;
        end else begin
            r_pulse_ctr <= 0;
        end
    end
    always_ff @ (posedge i_clk) begin
        if (!i_rst_n) begin
            r_STATE <= s_IDLE;
        end else begin
            r_STATE <= l_STATE_next;
        end
    end
    assign o_pulse = l_pulse;
    always_comb begin
        case (r_STATE)
            s_IDLE: begin
                l_pulse        <= 1'b0;
                l_pulse_ctr_en <= 1'b0;
                if (i_go) begin
                    l_STATE_next <= s_GEN_PULSE;
                end else begin
                    l_STATE_next <= s_IDLE;
                end
            end
            s_GEN_PULSE: begin
                l_pulse        <= 1'b1;
                l_pulse_ctr_en <= 1'b1;
                if (w_pulse_ctr_done | i_stop) begin
                    l_STATE_next <= s_DONE;
                end else begin
                    l_STATE_next <= s_GEN_PULSE;
                end
            end
            s_DONE: begin
                l_pulse        <= 1'b0;
                l_pulse_ctr_en <= 1'b0;
                l_STATE_next <= s_IDLE;
            end
            default: begin
                l_pulse        <= 1'b0;
                l_pulse_ctr_en <= 1'b0;
                l_STATE_next <= s_IDLE;
            end
        endcase
    end
endmodule
$ cat run.sh
#!/bin/bash
# OpenROAD 26Q1-2900-gdf79404cd8, Yosys 0.63+post, stock flow scripts
make -C /OpenROAD-flow-scripts/flow DESIGN_CONFIG=/design/flow/config.mk WORK_HOME=/design/flow/orfs finish
$ cat config.mk
export PLATFORM = sky130hd
export DESIGN_NAME = one_shot_pulse_gen
export DESIGN_NICKNAME = one_shot_pulse_gen
export VERILOG_FILES = /design/flow/design.v
export SDC_FILE = /design/flow/constraint.sdc
export NUM_CORES = 4
export LEC_CHECK = 1
export CORE_AREA = 10 10 70 70
export DIE_AREA = 0 0 80 80
$ cat constraint.sdc
current_design one_shot_pulse_gen

set clk_period 2.1
set clk_io_pct 0.2

create_clock -name clk0 -period $clk_period [get_ports {i_clk}]

set non_clock_inputs [all_inputs -no_clocks]
set_input_delay [expr $clk_period * $clk_io_pct] -clock clk0 $non_clock_inputs
set_output_delay [expr $clk_period * $clk_io_pct] -clock clk0 [all_outputs]
==> out/metrics.yaml <==
sta:
  setup_violations: 0
  drv_slew: 0
  fin_setup_tns_ns: 0
  fmax_mhz: 665
  fin_ws_ns: 0.596
  relSlewSlack_pct: 89.4
  rsz0062_at_grt: "no"
  worst_pin_slew_ns: 0.158
  fin_skew_ns: 0.00102
  hold_viol_final: 0
  holdWs_ns: 0.414
  period_needed_ns: 1.50
  fin_crit_sh_pct: 71.6
route:
  drtPass1Iterations: 3
  vias: 169
  drt-total-wl_um: 400
  drtAntennaViolNets: 0
  viasPerCell: 2.28
  wl_per_cell_um: 5.41
  num_antenna_cells: 0
  first_iter_violations: 11
  route.detailed.drc: 0
floorplanning:
  num_io_pins: 5
  fp.dieH_um: 80
  core_area_mm2: 0.00342
  chipArea_mm2: 0.00640
  num_rows: 21
  initCoreUtil_pct: 6.48
  fp.dieW_um: 80
power_and_ir_drop:
  irDropWorstVdd_uv: 69.3
  powerDensity_mw_per_mm2: 707
  leakage_nw: 0.125
worst_hold_path:
  hp-class: "flop to flop"
worst_setup_path:
  rrSetupSlack_ns: 1.09
  cp_cell_sequence: "clkdlybuf4s50_1"
  worst-path-buf-inv: 1
  endpoint: "o_pulse"
  max_stage_delay_ns: 0.49
  cp.arrival_ns: 1.08
  crit_path_start: "r_STATE[2]"
  endpoint_kind: "output pin"
  worstPathRequired_ns: 1.68
  ff2ff_path_depth: 3
  cp_top_family: "buffers and inverters"
  cp_max_fo: 4
  crit_path_start_kind: "flop"
  r2r-start: "r_pulse_ctr[0]"
  critPathKind: "flop to output pin"
  worstSetupPathDepth: 1
  r2r-end: "r_pulse_ctr[1]"
  crit_slowest_cell: "clkdlybuf4s50_1"
layout:
  drive_above_1_share_pct: 17.9
  syn_to_final_growth_pct: 54.2
synthesis:
  ys_warn_count: 1
  numSynthFlops: 6
  synth-edff-count: 0
  ys_cells: 21
  synth.top_cell.area_share_pct: 54.2
  synth.yosys.seq_area_share_pct: 54.2
  ys_chip_area_um2: 221
  ys_top_cells_by_area: "dfxtp_1 54%, ha_1 11%, nor2_1 5.1%"
  synth_cells: 21
  ys.flop_type: "dfxtp_1"
  syn_area_um2: 221
  synth_cell_types: 12
  top_cell: "dfxtp_1"
  syn_avg_cell_area_um2: 10.5
  top_cells_by_count: "6 x dfxtp_1, 3 x nor2_1, 2 x ha_1, 2 x inv_1"
  yosysTopAreaCell: "dfxtp_1"
  synthArstFlopShare_pct: 0
place:
  place_ws_ns: 0.732
  gp_congestion: 0.657
  hpwl_um: 323
  numPortBuffers: 4
clock_network:
  post_cts_resize_count: 0
  cts_hold_buf: 0
  cts_setup_buffers: 0
  clk_latency_ns: 0.24
  cts_buffer_depth: 2
  htree_levels: 1
  clk_pin_slew_ns: 0.04
  root_buffer: "clkbuf_4"
  clkSinkCount: 6
  cts_tree: "done"
  numCtsBuffers: 3
status:
  status: "completed"
run:
  maxCapViolations: 0
  warning_count: 26
grt:
  overflow: 0
  antenna_found_initial: 0
  grt_pass1_wl_um: 724
  grt_max_degree: 6
  grt.total_usage_pct: 1.32
  grt_pass1_vias: 195
cell type report:
| type | count | area, um^2 |
|---|---|---|
| multi-input combinational | 13 | 93.8 |
| timing repair buffer | 4 | 40.0 |
| inverter | 2 | 7.51 |
| clock buffer | 3 | 22.5 |
| tap | 46 | 57.6 |
| fill | 398 | 3070 |
| sequential | 6 | 120 |
report_power, final:
| part | switching (mW) | total [mW] | internal (mW) |
|---|---|---|---|
| sequential | 0.00296 | 0.122 | 0.119 |
| clock | 0.0368 | 0.101 | 0.0643 |
| combinational | 0.00609 | 0.0180 | 0.0119 |
| total | 0.0458 | 0.241 | 0.196 |
worst min-delay path by stage:
stage / start / endpoint / slack, ns / cells past startpoint
6_report: r_STATE[1] / r_STATE[0] / 0.41 / 1
5_1_grt: r_STATE[1] / r_STATE[0] / 0.44 / 1
4_1_cts: r_STATE[1] / r_STATE[0] / 0.42 / 1
per-layer routing:
metal / global-route usage, % / routed length, um
met5: 0 / 0
met2: 2.09 / 191
met4: 1.06 / 24
met1: 1.40 / 171
met3: 0.455 / 12
logic make-up (layout without fill, tap and decap cells):
family                     count (synthesis)  in the layout  share of synthesized area (%)
and+or+nand+nor                            8              8                           19.2
DFF                                        6              6                           54.2
adders and majority gates                  2              2                           11.3
AOI/OAI and AO/OA                          2              2                           7.91
buffers and inverters                      2              9                           3.39
xor gates and xnor gates                   1              1                           3.96
through the flow:
stage	instances	utilization [%]	total power, mW	instance area, um^2
after global routing	74	10.0	0.254	342
final	74	10.0	0.241	342
after detailed placement	71	9.34	0.143	319
after CTS	74	10.0	0.249	342
after floorplan	21	-	0.131	221
after global placement	71	9.34	0.142	319
cells in the final DEF, fill, tap and decap left out:
| master | Yosys | layout |
|---|---|---|
| clkbuf_4 | 0 | 3 |
| clkdlybuf4s50_1 | 0 | 4 |
| and3_2 | 1 | 1 |
| ha_1 | 2 | 2 |
| nand3b_1 | 1 | 1 |
| xnor2_1 | 1 | 1 |
| nor2_1 | 3 | 3 |
| dfxtp_1 | 6 | 6 |
| nand2b_1 | 1 | 1 |
| inv_1 | 2 | 2 |
| and3_1 | 1 | 1 |
| a21oi_2 | 1 | 1 |
| nand2_1 | 1 | 1 |
| a31o_1 | 1 | 1 |
sequential cells by signal, summed over array words and instances (netlist names):
register,flops
r_pulse_ctr,3
r_STATE,3
No activity file was given, so power comes from the tool's default toggle rates.
