$ cat /design/flow/config.mk
export PLATFORM = sky130hd
export DESIGN_NAME = bin2gray
export DESIGN_NICKNAME = bin2gray
export VERILOG_FILES = /design/flow/design.v
export SDC_FILE = /design/flow/constraint.sdc
export NUM_CORES = 4
export LEC_CHECK = 1
export CORE_AREA = 10 10 70 70
export DIE_AREA = 0 0 80 80
$ cat /design/flow/constraint.sdc
current_design bin2gray

set clk_period 1.0
set clk_io_pct 0.2

create_clock -name clk0 -period $clk_period

set non_clock_inputs [all_inputs -no_clocks]
set_input_delay [expr $clk_period * $clk_io_pct] -clock clk0 $non_clock_inputs
set_output_delay [expr $clk_period * $clk_io_pct] -clock clk0 [all_outputs]
$ cat /design/flow/design.v
`timescale 1ns / 1ps
module bin2gray #
    (
        parameter p_DATA_WIDTH = 32
    )
    (
        input  wire [p_DATA_WIDTH-1:0] i_bin,
        output wire [p_DATA_WIDTH-1:0] o_gray
    );
    integer i;
    logic [p_DATA_WIDTH-1:0] l_gray;
    assign o_gray = l_gray;
    assign l_gray[p_DATA_WIDTH-1] = i_bin[p_DATA_WIDTH-1];
    always_comb begin
        for (i = 0; i < p_DATA_WIDTH-1; i++) begin
            l_gray[i] <= i_bin[i] ^ i_bin[i+1];
        end
    end
endmodule
$ cat /design/flow/run.sh
#!/bin/bash
# OpenROAD 26Q1-2900-gdf79404cd8, Yosys 0.63+post, stock flow scripts
make -C /OpenROAD-flow-scripts/flow DESIGN_CONFIG=/design/flow/config.mk WORK_HOME=/design/flow/orfs finish
==> flow_summary.yaml <==
# physical design summary
routing:
  n_antenna_cell: 0
  vias: 417
  wl_mm: 2.03
  drt-initial-drc-count: 4
  routedWlPerCell_um: 14.4
  dr.pass1.iters: 2
  antenna_left: 0
  route.detailed.drc: 0
  vias_per_cell: 2.96
min_path:
  min_from: "i_bin[29]"
  hold_path_class: "in -> out"
synthesis:
  top_area_frac: 0.973
  top_area_cell: "xor2_1"
  synthCells: 32
  avgSynthCellArea_um2: 8.72
  netlist_area_um2: 279
  yosys_cells: 32
  yosysWarnings: 1
  ys_area_um2: 279
  topCellsByArea: "xor2_1 (97%), buf_4 (2.7%)"
  yosysSeqAreaShare: 0
  synthDistinctLibCells: 2
cells_and_area:
  area_growth_pct: 200
  final_cell_mix: "xor2_1 (31), dlygate4sd2_1 (19), buf_2 (19), clkdlybuf4s15_1 (12), clkdlybuf4s15_2 (9)"
  seq_cells: 0
  drive_gt1_frac: 0.347
  final_common_cell: "xor2_1"
  regArea_um2: 0
  clkbuf_count: 0
  fin_util: 0.245
power_and_ir_drop:
  total_power_mw: 0.345
  p_leak_nw: 0.426
  pwr_density_cell_nw_per_um2: 412
  vdd_ir_drop_max_v: 0.000126
global_routing:
  overflow: 0
  grt_start_max_net_pins: 3
  grt_pass1_wl_mm: 2.78
  grt_pass1_vias: 451
  grt_usage: 0.0561
  antenna_found_initial: 1
placement:
  io_buffers: 64
  place_congestion: 0.792
  place_ws_ns: -0.604
die:
  core_um2: 3420
  fp.dieW_um: 80
  fp_util: 0.0817
  rows: 21
  pin_count: 64
  die_height_um: 80
  dieArea_um2: 6400
setup_path:
  endpoint: "o_gray[3]"
  worstPathMaxFanout: 2
  crit_path_start_kind: "primary input"
  arrival_ns: 0.79
  worstPathRequired_ns: 0.80
  end_kind: "output port"
  crit_type: "in -> out"
  setup.worst_path.start: "i_bin[4]"
final_timing:
  period_needed_ns: 0.987
  finalSetupTns_ns: 0
  slew_viol_final: 0
  rsz0062_at_grt: "false"
  fin_ws_ns: 0.0129
  tightestPinTransition_ns: 0.129
  finalHoldViolations: 0
  holdWs_ns: 0.661
  max_freq_mhz: 1010
  setup_viol: 0
  slew-limit-headroom: 0.914
  fin_crit_sh: 0.987
flow_run:
  warning_count: 32
  max-cap-violations: 0
clock_network:
  postCtsSetupBuffers: 0
status:
  outcome: "finished clean"
critical path: stages:
cell and delay, ns:
clkdlybuf4s15_1 0.20, xor2_1 0.15, dlygate4sd2_1 0.24
kinds of logic after synthesis:
| group | synth area share |
|---|---|
| xor+xnor | 0.973 |
| buf+inv | 0.0269 |
metrics by stage:
| step | instance area (µm²) | cells |
|---|---|---|
| floorplan | 279 | 32 |
| global placement | 970 | 141 |
| detailed placement | 970 | 141 |
| CTS | 916 | 141 |
| global route | 837 | 141 |
| finish | 837 | 141 |
cells in the mapped netlist:
master,instances
xor2_1,31
buf_4,1
layout make-up:
class | instances | area [µm²]
tap | 46 | 57.6
fill | 404 | 2580
timing repair buffer | 64 | 508
multi-input combinational | 31 | 272
per-layer routing:
layer,vias to the layer above,track usage,part of all wire
li1,224,-,-
met1,190,0.0481,0.29
met2,3,0.132,0.68
met3,0,0.00682,0.027
met4,0,0,0
met5,-,0,0
power breakdown:
group / switching (mW) / leakage, nW / internal (mW) / total, mW
clock: 0 / 0 / 0 / 0
sequential: 0 / 0 / 0 / 0
combinational: 0.113 / 0.426 / 0.231 / 0.345
worst min-delay path by stage:
| stage | endpoint | slack, ns | cells after the start |
|---|---|---|---|
| finish | o_gray[28] | 0.66 | 3 |
| global route | o_gray[28] | 0.69 | 3 |
| CTS | o_gray[23] | 0.76 | 3 |
timing repair:
item,4_1_cts,5_1_grt
hold endpoints to repair,0,0
resized,142,16
pin swaps,12,5
hold buffers,0,0
endpoints found under the setup margin,32,17
cloned,0,0
Power and IR drop assume default switching activity.
