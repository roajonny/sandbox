==> flow/constraint.sdc <==
current_design gray2bin

set clk_period 10.8
set clk_io_pct 0.2

create_clock -name clk0 -period $clk_period

set non_clock_inputs [all_inputs -no_clocks]
set_input_delay [expr $clk_period * $clk_io_pct] -clock clk0 $non_clock_inputs
set_output_delay [expr $clk_period * $clk_io_pct] -clock clk0 [all_outputs]
==> flow/config.mk <==
export PLATFORM = sky130hd
export DESIGN_NAME = gray2bin
export DESIGN_NICKNAME = gray2bin
export VERILOG_FILES = /design/flow/design.v
export SDC_FILE = /design/flow/constraint.sdc
export NUM_CORES = 4
export LEC_CHECK = 1
export CORE_AREA = 10 10 82 82
export DIE_AREA = 0 0 92 92
==> flow/design.v <==
`timescale 1ns / 1ps
module gray2bin #
    (
        parameter p_DATA_WIDTH = 32
    )
    (
        input  wire [p_DATA_WIDTH-1:0] i_gray,
        output wire [p_DATA_WIDTH-1:0] o_bin
    );
    integer i;
    logic [p_DATA_WIDTH-1:0] l_bin;
    assign o_bin = l_bin;
    assign l_bin[p_DATA_WIDTH-1] = i_gray[p_DATA_WIDTH-1];
    always_comb begin
        for (i = 0; i < p_DATA_WIDTH-1; i++) begin
            l_bin[i] <= l_bin[i+1] ^ i_gray[i]; 
        end
    end
endmodule
==> flow/run.sh <==
#!/bin/bash
# OpenROAD 26Q1-2900-gdf79404cd8, Yosys 0.63+post, stock flow scripts
make -C /OpenROAD-flow-scripts/flow DESIGN_CONFIG=/design/flow/config.mk WORK_HOME=/design/flow/orfs finish
==> impl_metrics.json <==
{
  "outcome": "finished, final reports clean",
  "hp-start": "i_gray[31]",
  "area.growth.synth_to_final_pct": 102,
  "f_max_ghz": 0.140,
  "final.setup.worst_slack_ns": 3.67,
  "route.vias.total": 605,
  "placed_cells": 195,
  "fp-utilization": 0.139,
  "final_layout_size_suffix_gt1_frac": 0.0720,
  "nFlopsAndLatches": 0,
  "grt_overflow": 0,
  "dp.final_hpwl_mm": 2.02,
  "setup-violations-final": 0,
  "site_rows": 26,
  "seqCellArea_um2": 0,
  "netlist_top_cells_area": "sky130_fd_sc_hd__xnor2_1 (31%), sky130_fd_sc_hd__xor2_1 (25%), sky130_fd_sc_hd__xnor3_1 (13%), sky130_fd_sc_hd__xor2_4 (7.8%), sky130_fd_sc_hd__xnor3_2 (6.7%)",
  "timing.max_slew.rel_slack": 0.665,
  "postCtsSetupRepairBufs": 0,
  "detail_route.wirelength_mm": 2.14,
  "crit_required_ns": 8.64,
  "clock_buffers": 0,
  "floorplan.die.height_um": 92,
  "power_density_nw_per_um2": 251,
  "synth_top_cell_by_area": "sky130_fd_sc_hd__xnor2_1",
  "worst-setup-path-type": "input port to primary output",
  "fillerInstances": 559,
  "die_w_um": 92,
  "slew_violations": 0,
  "global_route.usage.total": 0.0491,
  "final_period_minus_worst_setup_slack_ns": 7.13,
  "tally_of_openroad_warnings": 32,
  "ioPinCount": 64,
  "final_cells": 195,
  "setup_tns_ns": 0,
  "yosysChipArea_um2": 706,
  "synthCells": 62,
  "chipArea_um2": 8460,
  "detail_route.drc_violations": 0,
  "rsz0062_at_grt": "false",
  "drv_cap": 0,
  "placeableCoreArea_um2": 5070,
  "maximum_resistive_drop_on_vdd_uv": 131,
  "critical_path.endpoint_type": "primary output",
  "io_buffer_count": 64,
  "wl_per_cell_um": 11.0,
  "classification_of_the_worst_slack_hold_path": "input port to primary output",
  "hold_viol": 0,
  "timing.critical_path.from_type": "input port",
  "initial_drc_count": 24,
  "synth_sequential_area_ratio": 0,
  "route.antenna.remaining_nets": 0,
  "synthesized_cell_area_um2": 706,
  "dp_worst_setup_slack_ns": 3.64,
  "synth_area_per_cell_um2": 11.4,
  "grt_first_pass_wirelength_mm": 3.49,
  "synth_warnings": 1,
  "grt_pass1_vias": 675,
  "yosysCellCount": 62,
  "yosysTopAreaCellShare": 0.310,
  "dr.pass1.iters": 2,
  "min_delay_worst_endpoint": "o_bin[31]",
  "post_cts_resized": 0,
  "grt_start_max_net_pins": 7,
  "total_leakage_power_nw": 0.563,
  "antenna_diode_count": 0,
  "worst_hold_path.num_cells": 2,
  "synthDistinctLibCells": 11,
  "drt-vias-per-instance": 3.10,
  "tightestPinTransition_ns": 0.499,
  "final.period_utilization": 0.660,
  "cp_max_fanout": 6,
  "globalplace.congestion": 0.738,
  "grt_antenna_before_repair": 0,
  "critical_path_arrival_ns": 4.97,
  "post_cts_hold_buffer_count": 0
}
==> cell usage after synthesis <==
| cell | count |
|---|---|
| sky130_fd_sc_hd__xnor3_1 | 4 |
| sky130_fd_sc_hd__xor3_2 | 1 |
| sky130_fd_sc_hd__xor2_2 | 2 |
| sky130_fd_sc_hd__xnor2_1 | 25 |
| sky130_fd_sc_hd__xnor3_2 | 2 |
| sky130_fd_sc_hd__xor2_4 | 2 |
| sky130_fd_sc_hd__xor2_1 | 20 |
| sky130_fd_sc_hd__xnor3_4 | 1 |
| sky130_fd_sc_hd__xnor2_2 | 1 |
| sky130_fd_sc_hd__buf_4 | 1 |
| sky130_fd_sc_hd__inv_1 | 3 |
==> cells by family (layout without fill, tap and decap cells) <==
group / after synthesis / after routing / share of synthesized area
buffers and inverters: 4 / 67 / 0.0266
xor gates and xnor gates: 58 / 58 / 0.973
==> critical path, stage by stage <==
cell,delay [ns]
sky130_fd_sc_hd__clkdlybuf4s50_1,0.49
sky130_fd_sc_hd__xnor3_2,0.47
sky130_fd_sc_hd__xor2_4,0.23
sky130_fd_sc_hd__xnor3_4,0.63
sky130_fd_sc_hd__xor3_2,0.33
sky130_fd_sc_hd__xnor2_1,0.16
sky130_fd_sc_hd__clkdlybuf4s50_1,0.50
==> placed cells by master, fill, tap and decap left out <==
cell type / n
sky130_fd_sc_hd__clkdlybuf4s50_1: 64
sky130_fd_sc_hd__inv_1: 3
sky130_fd_sc_hd__xnor2_1: 25
sky130_fd_sc_hd__xnor2_2: 1
sky130_fd_sc_hd__xnor3_1: 4
sky130_fd_sc_hd__xnor3_2: 2
sky130_fd_sc_hd__xnor3_4: 1
sky130_fd_sc_hd__xor2_1: 20
sky130_fd_sc_hd__xor2_2: 2
sky130_fd_sc_hd__xor2_4: 2
sky130_fd_sc_hd__xor3_2: 1
==> per-layer routing <==
| metal | vias up | wire length (um) | global-route usage |
|---|---|---|---|
| met4 | 0 | 0 | 0 |
| li1 | 317 | - | - |
| met5 | - | 0 | 0 |
| met3 | 0 | 222 | 0.0189 |
| met2 | 33 | 1010 | 0.0812 |
| met1 | 255 | 909 | 0.0634 |
==> per-stage QoR <==
step | instance area, um2 | utilization | hold WS (ns) | power, W
final | 1430 | 0.281 | 5.22 | 0.000358
after global routing | 1430 | 0.281 | 5.25 | 0.000395
after CTS | 1430 | 0.281 | 5.23 | 0.000372
after detailed placement | 1430 | 0.281 | 5.23 | 0.000368
after global placement | 1430 | 0.281 | 5.22 | 0.000371
after floorplan | 706 | - | 4.35 | 0.000131
==> final cells by class <==
cell class,count,area (um2),share of cell area
repair buffers,64,641,0.449
inverters,3,11.3,0.00789
multi-input cells,58,687,0.482
well taps,70,87.6,0.0614
==> worst max path at each step <==
stage,start,to,slack [ns],depth (start not counted)
final,i_gray[30],o_bin[8],3.67,7
after global routing,i_gray[30],o_bin[3],3.51,7
after CTS,i_gray[30],o_bin[9],3.63,7
==> where the power goes <==
part / leakage (nW) / total, W / internal (W) / switching (W)
combinational: 0.563 / 0.000358 / 0.000254 / 0.000104
clock: 0 / 0 / 0 / 0
sequential: 0 / 0 / 0 / 0
Power is estimated from default activity; no workload was simulated.
